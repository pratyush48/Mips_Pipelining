<file path="flow/config.mk">
export PLATFORM = sky130hd
export DESIGN_NAME = mux_4_1
export DESIGN_NICKNAME = mux_4_1
export VERILOG_FILES = /design/flow/design.v
export SDC_FILE = /design/flow/constraint.sdc
export NUM_CORES = 4
export LEC_CHECK = 1
export CORE_AREA = 10 10 88 88
export DIE_AREA = 0 0 98 98
</file>
<file path="flow/constraint.sdc">
current_design mux_4_1

set clk_period 2.6
set clk_io_pct 0.2

create_clock -name clk0 -period $clk_period

set non_clock_inputs [all_inputs -no_clocks]
set_input_delay [expr $clk_period * $clk_io_pct] -clock clk0 $non_clock_inputs
set_output_delay [expr $clk_period * $clk_io_pct] -clock clk0 [all_outputs]
</file>
<file path="flow/design.v">
module mux_4_1(read_reg,write_back_data,data_mem_in,sel,out);
input[31:0]write_back_data,data_mem_in,read_reg;
input[1:0]sel;
output reg[31:0]out;
always@(sel,write_back_data,data_mem_in,read_reg)
begin
    if(sel == 2'b00)
    begin
        out = read_reg;
    end
    else if(sel == 2'b01)
    begin
        out = write_back_data;
    end
    else
    begin
        out = data_mem_in;
    end
end
endmodule
</file>
<file path="flow/run.sh">
#!/bin/bash
# OpenROAD 26Q1-2900-gdf79404cd8, Yosys 0.63+post, stock flow scripts
make -C /OpenROAD-flow-scripts/flow DESIGN_CONFIG=/design/flow/config.mk WORK_HOME=/design/flow/orfs finish
</file>
==> job_summary.md <==
## PnR job results

| Metric | Value |
|---|---|
| Setup TNS | `0 ns` |
| Synth Seq Share | `0` |
| Count of maximum capacitance violations | `0` |
| Slew Limit Fails | `0` |
| Flop count | `0` |
| DR iter-0 viols | `26` |
| Overall routed net length | `4.14 mm` |
| Die Y | `98 microns` |
| Die Size | `9600 sq um` |
| # clk buffers | `0` |
| Io pins | `130` |
| Flop area | `0 sq um` |
| Reg power frac | `0` |
| Most instantiated logic cells after routing | `clkdlybuf4s50_1, mux2i_1, nand2_1` |
| DR WL/cell | `13.7 microns` |
| FMAX | `429 MHz` |
| Area Overhead vs Synth | `185%` |
| Layout cells sized above 1 | `0.0263` |
| Synth area leader | `mux2i_1` |
| Top-area cell share | `0.448` |
| Mapped cell area | `714 sq um` |
| Worst-margin pin slew | `0.415 ns` |
| Sw Ratio | `0.251` |
| Pwr dens | `157 nW/um^2` |
| Initial antenna violation count | `0` |
| Placeable core region | `5920 sq um` |
| Crit path DAT | `1.81 ns` |
| Final cell count without fillers | `303` |
| Synth Area per Inst | `6.68 sq um` |
| Status | `completed` |
| Startpoint Class | `input pin` |
| RSZ-0062 raised after global routing | `no` |
| PostCTS Resize Cnt | `0` |
| FP Rows | `28` |
| Residual DRC | `0` |
| Top logic family | `multiplexers` |
| Post-synth mux share | `0.448` |
| Synth warn | `1` |
| First-pass GRT wire length | `6.37 mm` |
| Port Buf Inserts | `130` |
| Critical path class | `input pin to primary output` |
| Final Hold Fails | `0` |
| Via count | `1184` |
| Final setup vio count | `0` |
| Vias in the first global route | `1206` |
| Largest net degree at the start of global routing | `43` |
| Clock network power share | `0` |
| Most numerous logic cell after layout | `clkdlybuf4s50_1` |
| OpenROAD warnings | `32` |
| Slew margin rel. | `0.723` |
| Unique cell types | `8` |
| Hold path cells | `4` |
| Crit path DRT | `2.08 ns` |
| YS chip area | `714 sq um` |
| Initial Util | `0.121` |
| Xor/xnor share | `0` |
| Crit end category | `primary output` |
| Vias per inst | `3.91` |
| Yosys simple share | `0.168` |
| FILL cells | `629` |
| Die W | `98 microns` |
| Worst-path fanout max | `42` |
| Initial DRT Pass Iterations | `4` |
| Cycle use final | `0.896` |
| ANT cells | `0` |
| Worst vdd ir | `75.7 uV` |
| Fin crit period | `2.33 ns` |
| Yosys aoi share | `0.235` |
| Pint | `0.000239 W` |
| Logic area | `608 sq um` |
| Combinational power share | `1.000` |
| Detail Route Antenna Nets | `0` |
| Worst min-delay path class | `input pin to primary output` |
| GP Congestion | `0.805` |
| GRT Total Usage | `0.0783` |
| Top cells, area | `mux2i_1, o21ai_1, nand2_1` |
| Hold Buf Count CTS | `0` |
| Hpwl dp | `3.56 mm` |
| Worst hold margin | `1.84 ns` |
| Yosys adder share | `0` |
| Gr ovfl total | `0` |
| Postcts setup bufs | `0` |
| Dpl cells | `303` |
| Leak pwr | `0.831 nW` |
| Psw | `0.0000803 W` |
| # Cells Yosys | `107` |
| Syn Inst Count | `107` |
[metrics by stage]
step | cell area (sq um) | power (W) | utilization | setup WS (ns)
after detailed placement | 2030 | 0.000324 | 0.343 | 0.247
after floorplan | 714 | 0.0000891 | - | 1.06
final | 2030 | 0.000320 | 0.343 | 0.270
after global routing | 2030 | 0.000349 | 0.343 | 0.161
after global placement | 2030 | 0.000323 | 0.343 | 0.251
after CTS | 2030 | 0.000325 | 0.343 | 0.246
[power groups by stage]
stage | clock network (W) | registers [W] | logic (W)
after CTS | 0 | 0 | 0.000325
after global routing | 0 | 0 | 0.000349
final | 0 | 0 | 0.000320
[final timing paths]
kind	startpoint	to
worst min-delay path	sel[1]	out[6]
worst max-delay path	sel[1]	out[24]
[metal layers]
layer	global-route usage	vias to the layer above	routed length (microns)
met5	0	-	0
met4	0	0	0
met3	0.0341	0	528
met2	0.132	83	1800
met1	0.0958	481	1810
li1	-	620	-
[critical path, stage by stage]
cell and delay (ns):
buf_2 0.35, buf_12 0.25, nand2_1 0.07, o21ai_1 0.10
clkdlybuf4s50_1 0.49
[logic make-up after synthesis]
family,Yosys count
simple gates,32
mux,32
buf+inv,11
compound gates,32
[area by class of cell]
cell class	count	share of cell area
Tap cell	75	0.0462
Timing Repair Buffer	132	0.655
Multi-Input combinational cell	96	0.299
[Yosys cell counts]
cell / n
buf_6: 1
o21ai_2: 2
mux2i_1: 32
o21ai_0: 2
o21ai_1: 28
nand2_1: 32
buf_2: 7
buf_12: 3
Power and IR drop assume default switching activity.
