==> flow/config.mk <==
export PLATFORM = sky130hd
export DESIGN_NAME = instr_mem_file
export DESIGN_NICKNAME = instr_mem_file
export VERILOG_FILES = /design/flow/design.v
export SDC_FILE = /design/flow/constraint.sdc
export NUM_CORES = 4
export LEC_CHECK = 1
export CORE_AREA = 10 10 113 113
export DIE_AREA = 0 0 123 123
export SYNTH_MEMORY_MAX_BITS = 65536
==> flow/run.sh <==
#!/bin/bash
# OpenROAD 26Q1-2900-gdf79404cd8, Yosys 0.63+post, stock flow scripts
make -C /OpenROAD-flow-scripts/flow DESIGN_CONFIG=/design/flow/config.mk WORK_HOME=/design/flow/orfs finish
==> flow/design.v <==
module instr_mem_file(pc, out);
input [31:0] pc;
output reg [31:0] out;
reg [31:0] i0, i1, i2, i3, i4 , i5, i6, i7, i8, i9, i10, i11, i12, i13, i14, i15, i16, i17, i18, i19, i20;
reg [31:0] k[0:1999];
initial
begin
  i0 = 32'b10001110000100010000000000000000;
  k[0] = 32'b10001110000100010000000000000000;
  k[3] = 32'b10001110000100100000000000001001;
  k[5] = 32'b00000010001100101001100000100100;
  k[7] = 32'b10001110000100010000000000000001;
  k[9] = 32'b10001110000100100000000000001100;
  k[11]= 32'b00000010001100101010000000100100;
  k[13] = 32'b10001110000100010000000000000010;
  k[15] = 32'b10001110000100100000000000001111;
  k[17] = 32'b00000010001100101010100000100100; 
  k[19] = 32'b00000010011101001011000000100000;
  k[21] = 32'b00000010110101011011100000100000;
  k[23] = 32'b10101110000101110000000000010010;
  k[24] = 32'b10001110000100010000000000000000;
  k[26] = 32'b10001110000100100000000000001010;
  k[28] = 32'b00000010001100101001100000100100;
  k[30] = 32'b10001110000100010000000000000001;
  k[32] = 32'b10001110000100100000000000001101;
  k[34]= 32'b00000010001100101010000000100100;
  k[36] = 32'b10001110000100010000000000000010;
  k[38] = 32'b10001110000100100000000000010000;
  k[40] = 32'b00000010001100101010100000100100; 
  k[42] = 32'b00000010011101001011000000100000;
  k[44] = 32'b00000010110101011011100000100000;
  k[46] = 32'b10101110000101110000000000010011;
  k[48] = 32'b10001110000100010000000000000000;
  k[50] = 32'b10001110000100100000000000001011;
  k[52] = 32'b00000010001100101001100000100100;
  k[54] = 32'b10001110000100010000000000000001;
  k[56] = 32'b10001110000100100000000000001110;
  k[58]= 32'b00000010001100101010000000100100;
  k[60] = 32'b10001110000100010000000000000010;
  k[62] = 32'b10001110000100100000000000010001;
  k[64] = 32'b00000010001100101010100000100100; 
  k[66] = 32'b00000010011101001011000000100000;
  k[68] = 32'b00000010110101011011100000100000;
  k[70] = 32'b10101110000101110000000000010100;
   k[72+15] = 32'b10001110000100010000000000000011;
   k[74+15] = 32'b10001110000100100000000000001001;
   k[76+15] = 32'b00000010001100101001100000100100;
   k[78+15] = 32'b10001110000100010000000000000100;
   k[80+15] = 32'b10001110000100100000000000001100;
   k[82+15]= 32'b00000010001100101010000000100100;
   k[84+15] = 32'b10001110000100010000000000000101;
   k[86+15] = 32'b10001110000100100000000000001111;
   k[88+15] = 32'b00000010001100101010100000100100; 
   k[90+15] = 32'b00000010011101001011000000100000;
   k[92+15] = 32'b00000010110101011011100000100000;
   k[94+15] = 32'b10101110000101110000000000010101;
   k[96+15] = 32'b10001110000100010000000000000011;
   k[98+15] = 32'b10001110000100100000000000001010;
   k[100+15] = 32'b00000010001100101001100000100100;
   k[102+15] = 32'b10001110000100010000000000000100;
   k[104+15] = 32'b10001110000100100000000000001101;
   k[106+15]= 32'b00000010001100101010000000100100;
   k[108+15] = 32'b10001110000100010000000000000101;
   k[110+15] = 32'b10001110000100100000000000010000;
   k[112+15] = 32'b00000010001100101010100000100100; 
   k[114+15] = 32'b00000010011101001011000000100000;
   k[116+15] = 32'b00000010110101011011100000100000;
   k[118+15] = 32'b10101110000101110000000000010110;
   k[120+15] = 32'b10001110000100010000000000000011;
   k[122+15] = 32'b10001110000100100000000000001011;
   k[124+15] = 32'b00000010001100101001100000100100;
   k[126+15] = 32'b10001110000100010000000000000100;
   k[128+15] = 32'b10001110000100100000000000001110;
   k[130+15]= 32'b00000010001100101010000000100100;
   k[132+15] = 32'b10001110000100010000000000000101;
   k[134+15] = 32'b10001110000100100000000000010001;
   k[136+15] = 32'b00000010001100101010100000100100; 
   k[138+15] = 32'b00000010011101001011000000100000;
   k[140+15] = 32'b00000010110101011011100000100000;
   k[142+15] = 32'b10101110000101110000000000010111;
   k[172+15] = 32'b10001110000100010000000000000110;
   k[174+15] = 32'b10001110000100100000000000001001;
   k[176+15] = 32'b00000010001100101001100000100100;
   k[178+15] = 32'b10001110000100010000000000000111;
   k[180+15] = 32'b10001110000100100000000000001100;
   k[182+15]= 32'b00000010001100101010000000100100;
   k[184+15] = 32'b10001110000100010000000000001000;
   k[186+15] = 32'b10001110000100100000000000001111;
   k[188+15] = 32'b00000010001100101010100000100100; 
   k[190+15] = 32'b00000010011101001011000000100000;
   k[192+15] = 32'b00000010110101011011100000100000;
   k[194+15] = 32'b10101110000101110000000000011000;
   k[196+15] = 32'b10001110000100010000000000000110;
   k[198+15] = 32'b10001110000100100000000000001010;
   k[1100+15] = 32'b00000010001100101001100000100100;
   k[1102+15] = 32'b10001110000100010000000000000111;
   k[1104+15] = 32'b10001110000100100000000000001101;
   k[1106+15]= 32'b00000010001100101010000000100100;
   k[1108+15] = 32'b10001110000100010000000000001000;
   k[1110+15] = 32'b10001110000100100000000000010000;
   k[1112+15] = 32'b00000010001100101010100000100100; 
   k[1114+15] = 32'b00000010011101001011000000100000;
   k[1116+15] = 32'b00000010110101011011100000100000;
   k[1118+15] = 32'b10101110000101110000000000011001;
   k[1120+15] = 32'b10001110000100010000000000000110;
   k[1122+15] = 32'b10001110000100100000000000001011;
   k[1124+15] = 32'b00000010001100101001100000100100;
   k[1126+15] = 32'b10001110000100010000000000000111;
   k[1128+15] = 32'b10001110000100100000000000001110;
   k[1130+15]= 32'b00000010001100101010000000100100;
   k[1132+15] = 32'b10001110000100010000000000001000;
   k[1134+15] = 32'b10001110000100100000000000010001;
   k[1136+15] = 32'b00000010001100101010100000100100; 
   k[1138+15] = 32'b00000010011101001011000000100000;
   k[1140+15] = 32'b00000010110101011011100000100000;
   k[1142+15] = 32'b10101110000101110000000000011010;
end
always @(pc)
begin
	case(pc)
		1: out = i0;
		default : out = k[pc];
	endcase
end
endmodule
==> flow/constraint.sdc <==
current_design instr_mem_file

set clk_period 4.6
set clk_io_pct 0.2

create_clock -name clk0 -period $clk_period

set non_clock_inputs [all_inputs -no_clocks]
set_input_delay [expr $clk_period * $clk_io_pct] -clock clk0 $non_clock_inputs
set_output_delay [expr $clk_period * $clk_io_pct] -clock clk0 [all_outputs]
==> notes.md <==
impl run done, here's what came out: initial core utilization=approximately 25%, Min Clock Period, post-route=4420 ps, post-synth top area cell=a21oi_1, Synth area leaders=a21oi_1 (6.3%), buf_4 (6.0%), nand2_1 (5.2%), o21ai_0 (4.6%), ha_1 (3.8%), # clk buffers=0, Register Area=0 um^2, max_cap viols=0, yosys stat area=2620 um^2, Setup crit end=out[21], height of the die=123 um, synthesis-to-layout area growth=26.9%, Placed Cells=583, Setup TNS Final=0 ps, Log Warnings=39, status=finished, final reports clean, Critical Path RT=3680 ps, vias after detailed routing=approximately 3600, cells in synth_stat.txt=403, hpwl dp=a little over 9000 um, share of layout cells above drive strength 1=between 15 and 20%, CTS Hold Bufs=0, antenna violations before repair=0, final hold vios=0, VDD IR max=34.5 uV, unrepaired setup endpoints after global routing=no, Mean Syn Cell Area=6.50 um^2, vias in the first global route=3405, Die X=between 100 and 150 um, mapped cell area=approximately 2600 um^2, row count=37, flop count=0, global-route wire length before repair=19200 um, initial drt markers=563, Fmax=0.226 GHz, DRT antenna net count=0, Rel. slew slack=about half, actual slew at the worst max-slew pin=729 ps, Final Setup Violations=0, cell count after synthesis=around 400, global placement routability congestion=1.04, first drt pass iteration count=6, IO Pins=64, Min Hold Slack=slightly below 3000 ps, routed len/inst=21.2 um, P_leak=0.00122 uW, largest net degree at the start of global routing=34, Tot GR Track Use=15.8%, Pwr per Cell Area=around 110 nW/um^2, fin. max-slew vios=0, critical path peak fanout=5, Routed WL=12400 um, type of the most critical hold path=input port to primary output, core area=10300 um^2, Residual DRC=0, grt ovf=0, WS Path Type=input port to primary output, post-synth cell types=79, yosys warns=1, Finished Layout Cells=583, critical path arrival=3500 ps, vias per cell=6.13, crit start category=input port, die area=15100 um^2, Top-area cell share=6.31%, Seq share, synth=0%, Setup crit end kind=primary output, CP startpoint=pc[1], # diodes=0, period utilisation layout=between 90% and 100%, Port Buffers=52
worst min-delay path by stage:
stage	from	end	slack [ps]	cells after the start
final	pc[5]	out[16]	2930	6
after global routing	pc[5]	out[3]	2990	7
after CTS	pc[5]	out[16]	2930	6
area by class of cell:
cell class                 count  area [um^2]
fill                        1089         7000
multi-input combinational    338         2240
inverter                      13         48.8
tap                          136          170
timing repair buffer          96          861
cells in the mapped netlist (3+ instances only):
cell	count
o32ai_1	3
a211oi_1	11
nand2b_1	8
buf_6	8
a221oi_1	6
or2_2	3
a311oi_1	4
o21ai_1	5
nor3_1	13
and2_1	4
o21bai_1	4
nor4_1	10
o221ai_1	7
o22ai_1	3
o211ai_1	5
o311a_1	3
o32a_1	3
nor2_1	23
clkbuf_1	11
ha_1	8
o21ai_0	24
a21oi_1	33
nand2_1	36
inv_1	11
nand3_1	16
a211o_1	5
mux2i_1	6
mux2_2	4
nor2b_1	10
a31oi_1	13
buf_4	21
buf_2	19
per-stage QoR:
stage	worst slack, ps	cell area (um^2)	utilization [%]	total power, uW
2_1_floorplan	1000	2660	-	207
3_3_place_gp	20.9	3290	31.9	345
3_5_place_dp	92.4	3290	31.9	341
4_1_cts	83.6	3290	31.9	342
5_1_grt	21.6	3320	32.2	379
6_report	180	3320	32.2	353
logic make-up after synthesis:
kind of cell | count (synthesis) | synth area share [%]
AOI/OAI and AO/OA | 162 | 43.8
and+or+nand+nor | 142 | 28.9
buffers and inverters | 75 | 17.1
muxes | 11 | 4.87
adders and majority gates | 8 | 3.82
xor gates and xnor gates | 3 | 1.29
other | 2 | 0.287
cells in the final DEF (no fill, tap or decap), types with 3 or more instances in the layout:
master            n
a211o_1           5
a211oi_1         11
a21oi_1          33
a221oi_1          6
a311oi_1          4
a31oi_1          12
and2_1            4
buf_2             3
buf_4            42
clkdlybuf4s50_1  49
conb_1           12
ha_1              5
inv_1            11
mux2_2            4
mux2i_1           6
nand2_1          36
nand2b_1          8
nand3_1          16
nor2_1           23
nor2b_1          10
nor3_1           13
nor4_1           10
o211ai_1          5
o21ai_0          24
o21ai_1           5
o21bai_1          4
o221ai_1          7
o22ai_1           3
o311a_1           3
o32a_1            3
o32ai_1           3
or2_2             3
power breakdown:
part	internal [uW]	switching [uW]	leakage (uW)	total, uW
Sequential	0	0	0	0
Clock	0	0	0	0
Combinational	164	189	0.00122	353
critical path, cell delays in order:
cell and delay (ps):
clkdlybuf4s50_1 520, inv_1 120, ha_4 270, and2b_4 290
nor3_1 90, o31ai_1 320, o311ai_1 210, a211oi_2 260
clkdlybuf4s50_1 490
per-layer routing:
layer	global-route usage (%)	up-vias	share of wire, %
li1	-	1603	-
met1	21.5	1626	40
met2	24.5	287	44
met3	2.91	56	12
met4	5.39	0	4.2
met5	0	-	0
repair_timing:
| action | in CTS | in global routing |
|---|---|---|
| endpoints found under the hold margin | 0 | 0 |
| setup endpoints to repair | 0 | 4 |
| gates resized | 0 | 5 |
| setup buffers | 0 | 0 |
Power and IR drop assume default switching activity.
